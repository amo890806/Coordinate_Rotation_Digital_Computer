==> design/flow/config.mk <==
export PLATFORM = sky130hd
export DESIGN_NAME = CORDIC_COS_SIN
export DESIGN_NICKNAME = CORDIC_COS_SIN
export VERILOG_FILES = /design/flow/design.v
export SDC_FILE = /design/flow/constraint.sdc
export NUM_CORES = 4
export LEC_CHECK = 1
export CORE_UTILIZATION = 40
==> design/flow/run.sh <==
#!/bin/bash
# OpenROAD 26Q1-2900-gdf79404cd8, Yosys 0.63+post, stock flow scripts
make -C /OpenROAD-flow-scripts/flow DESIGN_CONFIG=/design/flow/config.mk WORK_HOME=/design/flow/orfs finish
==> design/flow/design.v <==
module CORDIC_COS_SIN #(
    parameter DATA_WIDTH = 16,
    parameter PHASE_WIDTH = 32,
    parameter STAGE = 16
) (
    input clk,
    input rst,
    input en,
    input mode,      
    input signed [DATA_WIDTH-1:0] x0,
    input signed [DATA_WIDTH-1:0] y0,
    input signed [PHASE_WIDTH-1:0] phase,    
    output valid,
    output [DATA_WIDTH:0] cos,
    output [DATA_WIDTH:0] sin
);
parameter K = 32'd39797;     
parameter [PHASE_WIDTH*STAGE-1:0] atan = {32'd128, 32'd256, 32'd448, 32'd896, 32'd1856, 32'd3648, 32'd7360, 32'd14656, 32'd29312,
                                         32'd58688, 32'd117312, 32'd234368, 32'd466944, 32'd919872, 32'd1740992, 32'd2949120};
integer i, j;
wire [1:0] quadrant;
assign quadrant = phase[PHASE_WIDTH-1:PHASE_WIDTH-2];
reg signed [DATA_WIDTH:0] x_pre;
reg signed [DATA_WIDTH:0] y_pre;
reg signed [PHASE_WIDTH-1:0] z_pre;
reg signed [DATA_WIDTH:0] x [0:STAGE-1];
reg signed [DATA_WIDTH:0] y [0:STAGE-1];
reg signed [PHASE_WIDTH-1:0] z [0:STAGE-1];
reg signed [DATA_WIDTH:0] x_shift [0:STAGE-1]; 
reg signed [DATA_WIDTH:0] y_shift [0:STAGE-1];
reg [STAGE-1:0] sign;
always @(*) begin
    for(i=0; i<STAGE; i=i+1)begin
        x_shift[i] = x[i] >>> i;
        y_shift[i] = y[i] >>> i;
        sign[i] = z[i][PHASE_WIDTH-1];
    end
end
wire [DATA_WIDTH:0] x0_pos, x0_neg;
wire [DATA_WIDTH:0] y0_pos, y0_neg;
assign x0_pos = (x0 == 0) ? 0 : {1'b0, x0};
assign x0_neg = (x0 == 0) ? 0 : {1'b1, (~x0)+16'b1};
assign y0_pos = (y0 == 0) ? 0 : {1'b0, y0};
assign y0_neg = (y0 == 0) ? 0 : {1'b1, (~y0)+16'b1};
always @(posedge clk or posedge rst) begin
    if(rst)begin
        x_pre <= 0;
        y_pre <= 0;
        z_pre <= 0;
    end
    else begin
        if(en)begin
            case (quadrant)
                0:begin
                    x_pre <= x0_pos;
                    y_pre <= y0_pos;
                    z_pre <= phase;
                end
                1:begin
                    x_pre <= y0_neg;
                    y_pre <= x0_pos;
                    z_pre <= {2'b00, phase[29:0]};
                end
                2:begin
                    x_pre <= y0_pos;
                    y_pre <= x0_neg;
                    z_pre <= {2'b11, phase[29:0]};
                end
                3:begin
                    x_pre <= x0_pos;
                    y_pre <= y0_pos;
                    z_pre <= phase;
                end
            endcase
        end
        else begin
            x_pre <= 0;
            y_pre <= 0;
            z_pre <= 0;
        end
    end
end
always @(posedge clk or posedge rst) begin
    if(rst)begin
        for(i=0; i<STAGE; i=i+1)begin
            x[i] <= 0;
            y[i] <= 0;
            z[i] <= 0;
        end
    end
    else begin
        x[0] <= x_pre;
        y[0] <= y_pre;
        z[0] <= z_pre;
        for(i=0; i<STAGE; i=i+1)begin
            x[i+1] <= sign[i] ? x[i]+y_shift[i] : x[i]-y_shift[i];
            y[i+1] <= sign[i] ? y[i]-x_shift[i] : y[i]+x_shift[i];
            z[i+1] <= sign[i] ? z[i]+atan[32*(i+1)-1 -: 32] : z[i]-atan[32*(i+1)-1 -: 32];
        end
    end
end
assign cos = x[STAGE-1];
assign sin = y[STAGE-1];
assign valid = en_dly[STAGE];
reg [4:0] cnt;
always @(posedge clk or posedge rst) begin
    if(rst)begin
        cnt <= 0;
    end
    else begin
        if(cnt == 0)begin
            if(en)begin
                cnt <= cnt + 1;
            end
        end
        else begin
            cnt <= (cnt == 16) ? 0 : cnt+1;
        end
    end
end
reg [STAGE:0] en_dly;
always @(posedge clk or posedge rst) begin
    if(rst)begin
        en_dly <= 0;
    end
    else begin
        en_dly[0] <= en;
        for(i=0; i<STAGE; i=i+1)begin
            en_dly[i+1] <= en_dly[i];
        end
    end
end
endmodule
==> design/flow/constraint.sdc <==
current_design CORDIC_COS_SIN

set clk_period 8.0
set clk_io_pct 0.2

create_clock -name clk0 -period $clk_period [get_ports {clk}]

set non_clock_inputs [all_inputs -no_clocks]
set_input_delay [expr $clk_period * $clk_io_pct] -clock clk0 $non_clock_inputs
set_output_delay [expr $clk_period * $clk_io_pct] -clock clk0 [all_outputs]
==> out/qor.csv <==
stage;metric;value;unit
status;outcome;finished, final reports clean;
global_route;number of antenna violations at the first check in global routing;0;
routing;count of vias placed by the detailed router;50270;
clocking;htree depth;3;
global_route;pin count of the biggest net entering global routing;129;
clocking;post-CTS repair timing setup buffer count;0;
setup_path;Crit path max-delay family;simple AND/OR/NAND/NOR gates;
clocking;maximum number of buffers from clock root to sink;3;
final_timing;min setup slack post-route;3.586;ns
routing;remaining design rule violation count;0;
floorplan;Vert. Die Dim;413.6;µm
clocking;number of hold-repair buffers added at the cts stage;0;
setup_path;reg2reg start;z[8][31];
global_route;GR Overflow Total;0;
global_route;via count of the first global-routing pass;47560;
final_timing;final count of pins violating max slew;0;
floorplan;total I/O pin count;103;
clocking;clock insertion delay at the later pin of the skew report;0.74;ns
routing;count of routing violations after the opening detailed-route iteration;2800;
logic_synthesis;Most common reg cell;dfrtp_1;
setup_path;startpoint-to-endpoint class of the critical path;in2reg;
setup_path;Critical Path Slowest Stage Cell;clkdlybuf4s50_1;
logic_synthesis;leading area contributor after synthesis;dfrtp_1;
final_timing;highest attainable clock frequency;0.2265;GHz
final_timing;number of endpoints failing setup at the final stage;0;
setup_path;cell-by-cell trace of the critical path;clkdlybuf4s50_1, inv_1, ha_1, or3b_4, nor3_4, nand3_2, or3_1, or3_1, nand2_1, o21ai_0, a221oi_1, nor2_1;
routing;number of iterations in the first detailed-routing pass;5;
global_route;gr usage total;17.52;%
routing;Detail Route Antenna Nets;0;
layout;fraction of final layout cells sized beyond drive strength 1;4.397;%
clocking;root buf cell;clkbuf_16;
setup_path;buffering stage count on the worst path with inverters included;2;
final_timing;final number of hold-violating endpoints;0;
worst_hold_path;critical hold path startpoint;x_pre[0];
floorplan;DIE AREA;171000;µm²
clocking;CTS sink count;983;
setup_path;arrival time at the worst endpoint;5.01;ns
logic_synthesis;yosys-reported design area after synthesis;67760;µm²
logic_synthesis;part of the Yosys area used for sequential elements;36.30;%
setup_path;element type at the critical path end;flop;
floorplan;Cell Rows;150;
final_timing;slew margin rel.;43.31;%
logic_synthesis;count of synthesis-stage warnings from yosys;6;
setup_path;largest fanout of any net on the critical path;12;
final_timing;min cycle time layout;4.414;ns
logic_synthesis;post-synthesis instance total;7196;
logic_synthesis;post-synthesis average cell area;9.416;µm²
logic_synthesis;tally of unique sky130hd cells used after synthesis;87;
logic_synthesis;number of cells in Yosys stat;7196;
placement;total of buffers placed on input and output ports;95;
placement;half-perimeter wire length of the detailed placement result;112700;µm
placement;post-placement cell area;71550;µm²
clocking;clock-pin transition on the worst setup and hold timing paths;0.06;ns
floorplan;Initial Utilization;40.43;%
logic_synthesis;leading post-synthesis cells by cell area;dfrtp_1, ha_1, xnor2_1;
logic_synthesis;EDFF count, synth;0;
floorplan;area of the core;167600;µm²
setup_path;Worst setup SP type;input port;
final_timing;Final Skew;0.03023;ns
routing;Vias per Instance;5.201;
layout;post-route cell area;75370;µm²
logic_synthesis;flop and latch count out of synthesis;983;
routing;average wire per standard cell;14.95;µm
logic_synthesis;post-synth top area share;36.30;%
job;# Max-Cap Violations;0;
layout;area added between synthesis and finish;11.24;%
global_route;first-pass GRT wire length;239500;µm
placement;Placement Setup Slack;2.855;ns
clocking;number of gates resized after cts;0;
final_timing;transition time at the pin with the least slew margin;0.8426;ns
logic_synthesis;proportion of register bits with asynchronous set or reset after synthesis;100.0;%
logic_synthesis;post-synth design cell area;67760;µm²
routing;DRT Wirelength;144500;µm
setup_path;CP dominant cell by count;or3_1;
worst_hold_path;Tightest Hold Check Type;reg2reg;
placement;final weighted congestion in routability-driven placement;0.9139;
layout;final core occ;44.97;%
setup_path;required time worst endpoint;8.59;ns
final_timing;share of the clock period used by the worst path after layout;55.18;%
final_timing;setup repair after global routing missed its margin;false;
job;Tool Warnings;79;
setup_path;largest stage delay on the critical path;0.54;ns
floorplan;horizontal die size;413.6;µm
clocking;CTS tree;yes;
setup_path;worst setup path startpoint;y0[0];
clocking;number of clock buffers inserted by TritonCTS;109;
==> synthesized netlist by cell type (13+ instances only) <==
master and instances:
nand2_1 430, xnor2_1 583, o211ai_1 36, and3_1 80, mux2_2 23, a211oi_1 73, o41ai_1 15, inv_1 461
o2111ai_1 27, a31o_2 19, nand2b_1 52, or4_1 13, nor4_1 25, dfrtp_1 983, nor3b_1 26, nor2_1 597
nor3_1 213, nor2b_1 94, nand3_1 146, or2_2 25, a221oi_1 22, and2_1 67, mux2i_1 43, a211o_1 37
xor2_1 273, fa_1 44, a31oi_1 83, o31ai_1 24, a21o_1 191, o21bai_1 81, or3_1 57, a21oi_1 713
clkbuf_1 67, o21ai_0 362, ha_1 882, nand4_1 19, a2111oi_0 15, a21boi_0 42, o21a_1 70, nand3b_1 17
==> cells in the final DEF, fill, tap and decap left out, types with 27 or more instances in the layout <==
master,Yosys,routed
dfrtp_1,983,983
ha_1,882,882
a21oi_1,713,713
nor2_1,597,597
xnor2_1,583,583
inv_1,461,460
nand2_1,430,430
o21ai_0,362,362
xor2_1,273,273
nor3_1,213,213
a21o_1,191,191
nand3_1,146,146
clkbuf_16,0,112
clkdlybuf4s50_1,0,95
nor2b_1,94,94
a31oi_1,83,83
o21bai_1,81,81
and3_1,80,80
a211oi_1,73,73
o21a_1,70,70
and2_1,67,67
or3_1,57,57
nand2b_1,52,52
buf_4,1,46
fa_1,44,44
mux2i_1,43,43
a21boi_0,42,42
a211o_1,37,37
o211ai_1,36,36
o2111ai_1,27,27
==> path summary, 6_finish.rpt <==
check | to | depth (start not counted) | slack [ns]
max reg2reg | z[9][28] | 13 | 3.70
min | x[0][0] | 0 | 0.33
max in group asynchronous | x[8][3] | 4 | 5.00
min reg2reg | x[0][0] | 0 | 0.33
max | x_pre[9] | 12 | 3.59
min in group asynchronous | z[7][23] | 2 | 1.30
==> metal layers <==
metal	GRT usage (%)	part of all wire (%)	vias to the layer above
met5	0	0	-
met4	3.315	2.2	0
met3	1.982	3.3	180
met2	29.28	48	696
met1	25.18	46	23470
li1	-	-	25930
==> stage by stage <==
step	instances	hold WS, ns	setup TNS, ns
after floorplan	7196	0.3312	-7019.06
after global placement	9461	0.3325	0
after detailed placement	9461	0.3347	0
after CTS	9664	0.3280	0
after global routing	9664	0.3377	0
final	9665	0.3313	0
==> registers in the layout (all words and copies together), names as in the netlist <==
name    flops
x         271
z_pre      25
en_dly     17
y         272
y_pre      17
x_pre      17
z         364
==> area by class of cell <==
cell class / instances / area [µm²]
timing repair buffer: 145 / 1376
clock buffer: 150 / 3156
antenna: 1 / 2.502
sequential: 983 / 24600
tap: 2204 / 2758
multi-input combinational: 5661 / 41060
inverter: 468 / 1763
fill: 15340 / 92230
clock inverter: 53 / 660.6
==> cells by family after synthesis <==
logic type | count (synthesis) | synth area share [%]
buffers and inverters | 552 | 3.100
AND-OR/OR-AND | 1924 | 17.65
multiplexers | 66 | 1.017
AND/OR/NAND/NOR | 1888 | 13.24
flip-flops | 983 | 36.30
XOR/XNOR | 857 | 11.10
adder cells (fa/ha/maj) | 926 | 17.59
